==> /design/flow/design.v <==
`timescale 1ns / 1ps
module exp_5B(
input logic [3:0] num,
input logic [2:0] sel,
output logic [6:0] segment,
output logic [7:0] anode
 );
   always @(*) begin
   case (num)
   4'h0 : segment = 7'b0000001;
   4'h1 : segment = 7'b1001111;
   4'h2 : segment = 7'b0010010;
   4'h3 : segment = 7'b0001100;
   4'h4 : segment = 7'b1001100;
   4'h5 : segment = 7'b0100100;
   4'h6 : segment = 7'b0100000;
   4'h7 : segment = 7'b0001111;
   4'h8 : segment = 7'b0000000;
   4'h9 : segment = 7'b0000100;
   4'hA : segment = 7'b0001000;
   4'hB : segment = 7'b1100000;
   4'hC : segment = 7'b0110001;
   4'hD : segment = 7'b1000010;
   4'hE : segment = 7'b0110000;
   4'hF : segment = 7'b0111000;
   default: segment = 7'b1111111;
   endcase 
   end
   always @(*) begin
   case (sel)
   3'b000 : anode = 8'b11111110;
   3'b001 : anode = 8'b11111101;
   3'b010 : anode = 8'b11111011;
   3'b011 : anode = 8'b11110111;
   3'b100 : anode = 8'b11101111;
   3'b101 : anode = 8'b11011111;
   3'b110 : anode = 8'b10111111;
   3'b111 : anode = 8'b01111111;
   default : anode = 8'b11111111;
   endcase
   end
   endmodule
==> /design/flow/run.sh <==
#!/bin/bash
# OpenROAD 26Q1-2900-gdf79404cd8, Yosys 0.63+post, stock flow scripts
make -C /OpenROAD-flow-scripts/flow DESIGN_CONFIG=/design/flow/config.mk WORK_HOME=/design/flow/orfs finish
==> /design/flow/config.mk <==
export PLATFORM = sky130hd
export DESIGN_NAME = exp_5B
export DESIGN_NICKNAME = exp_5B
export VERILOG_FILES = /design/flow/design.v
export SDC_FILE = /design/flow/constraint.sdc
export NUM_CORES = 4
export LEC_CHECK = 1
export CORE_AREA = 10 10 70 70
export DIE_AREA = 0 0 80 80
export SYNTH_HDL_FRONTEND = slang
==> /design/flow/constraint.sdc <==
current_design exp_5B

set clk_period 2.0
set clk_io_pct 0.2

create_clock -name clk0 -period $clk_period

set non_clock_inputs [all_inputs -no_clocks]
set_input_delay [expr $clk_period * $clk_io_pct] -clock clk0 $non_clock_inputs
set_output_delay [expr $clk_period * $clk_io_pct] -clock clk0 [all_outputs]
==> results_slide.txt <==
Physical Implementation Snapshot

Job
  – Tool warnings: 38
  – Max-cap violations: 0

CTS
  – # hold bufs at CTS: 0

Die
  – Die Y: around 80 um
  – # IOs: 22
  – Full die area: 0.006400 mm2
  – Cell Rows: 21
  – FP Core Util: under 10%
  – Core area: between 0.003 and 0.004 mm2
  – Die width: about 80 um

Final timing
  – Worst Tran Pin Value: approximately 0.15 ns
  – Final min period: approximately 2 ns
  – RSZ-0062 raised after global routing: true
  – Number of setup violations in the final report: 0
  – Final hold viol count: 0
  – Cycle use final: slightly below 100%
  – Slew Limit Fails: 0
  – Hold WS: 1.367 ns
  – Slew headroom: 89.62%
  – Fmax: about 500 MHz

Final layout
  – Comb. cell area: approximately 320 um2
  – Seq cells: 0
  – Clock Buffer Count: 0
  – Synth-to-Final Area Change: 128.3%
  – Share of cells above drive strength 1: approximately two fifths
  – Fill count: between 300 and 400
  – Flop area: 0 um2
  – Cell Count, Final, Fillers Out: approximately 130

Yosys
  – Synth Instances: ~43
  – Synth Area per Inst: about 7.3 um2
  – Unique cell types: 21
  – Yosys warnings: 0
  – Yosys top cell by area: ha_1
  – Max-area cell share: 23.90%
  – Cell count in the Yosys report: 43
  – Seq share, synth: 0%
  – Synthesized area: around 310 um2
  – Largest cells by area after synthesis: ha_1 (24%), mux2_2 (7.2%), nand3b_1 (7.2%), mux2i_1 (6.4%), o21ai_0 (6.4%)
  – Yosys chip area: 314.1 um2

Detailed routing
  – DRC violations left: 0
  – Routed wire length: about 1200 um
  – Iter 0 DRT Violations: 6
  – Via count: approximately 440
  – Antenna diodes: 0
  – 1st-pass router iterations: 2
  – Post-DR wirelength/cell: between 9 and 10 um
  – Final ANT Viol Nets: 0
  – Via/cell ratio: 3.544

Hold path
  – Worst Hold Class: input pin to output port
  – Hold Path Cell Cnt: 4
  – Min-Delay Startpoint: num[3]

Power and ir drop
  – Power Density: ~170 mW/mm2
  – Maximum VDD drop: about 0.063 mV
  – Pleak: between 0.3 and 0.4 nW
  – Total power: between 0.0001 and 0.00015 W

Placement
  – Placed cells: 122
  – Post-DP HPWL: 1011 um
  – PortBufs: 22
  – Final RePlAce weighted congestion: around 0.85

GRT
  – GR Layer Usage met2: under 10%
  – Largest net degree at the start of global routing: 8
  – M3 GR Usage: 1.932%
  – First-pass GRT wire length: about 1900 um
  – Met1 Use GR: about 4.2%
  – Total grt overflow: 0
  – Initial antenna violation count: 0
  – Most used routing layer: met2
  – Number of global-route vias before repair: around 460
  – Gr usage total: ~3.5%

Worst setup path
  – Crit path to: segment[0]
  – CP Launch Type: input pin
  – Crit. Startpoint: num[1]
  – Crit Path Max Fanout: 4
  – Data required, critical path: roughly 1.6 ns
  – CP arrival: about 1.6 ns
  – Crit Path Class: input pin to output port
  – Setup crit end kind: output port

Status
  – Status: complete, no violations
[synthesized netlist by cell type]
library cell and number:
ha_1 6, nor2_1 4, o21ai_0 4, inv_1 3, nand2_1 3, nand3b_1 3
a22o_1 2, mux2_2 2, mux2i_1 2, nor2b_1 2, or3b_2 2, a211oi_1 1
a21oi_1 1, a32o_1 1, buf_6 1, clkbuf_1 1, nand2b_1 1, nand3_1 1
o21ai_1 1, or3_1 1, or3b_1 1
[stage by stage]
stage	utilization, %	setup slack (ns)	area, um2	TNS, ns
finish	20.99	0.01652	716.9	0
global route	20.99	-0.01878	716.9	-0.02372
CTS	20.81	0.009611	710.7	0
detailed placement	19.74	-0.5413	674.4	-3.982
global placement	19.74	-0.5291	674.4	-3.847
floorplan	-	0.5086	314.1	0
[layer usage]
layer | part of all wire (%) | vias to the layer above
met5 | 0 | -
met4 | 0 | 0
met3 | 16 | 0
met2 | 40 | 22
met1 | 44 | 195
li1 | - | 226
[logic make-up (layout without fill, tap and decap cells)]
kind of cell               count (synthesis)  in the layout  synth area share [%]
and+or+nand+nor                           18             18                 33.47
adders and majority gates                  6              6                 23.90
buffers and inverters                      5             41                 8.365
muxes                                      4              4                 13.55
AOI/OAI and AO/OA                         10             10                 20.72
[placed cells by master (no fill, tap or decap), types with 3 or more instances in the layout]
cell,instances
buf_4,14
clkdlybuf4s50_1,7
dlygate4sd2_1,9
ha_2,3
nand2_1,3
nand3b_1,3
nor2_1,3
o21ai_1,3
[area by class of cell]
class / count / area share, %
inverters: 3 / 1.571
multi-input cells: 38 / 44.33
repair buffers: 38 / 46.07
well taps: 46 / 8.028
[worst max-delay path, cell delays in order]
cell             delay (ns)
clkdlybuf4s15_2        0.19
buf_4                  0.15
ha_4                   0.17
mux2_2                 0.25
a22o_1                 0.18
dlygate4sd2_1          0.24
[report_power, final]
| part | switching [W] | internal (W) | total (W) |
|---|---|---|---|
| combinational | 0.0000461 | 0.0000757 | 0.000122 |
| clock | 0 | 0 | 0 |
| sequential | 0 | 0 | 0 |
[what timing repair did]
| item | 4_1_cts | 5_1_grt |
|---|---|---|
| pin swaps | 1 | 2 |
| resized | 31 | 6 |
| setup endpoints to repair | 14 | 4 |
| setup buffers | 3 | 0 |
[worst min path at each step]
stage,end,slack [ns]
6_report,segment[4],1.37
5_1_grt,anode[2],1.42
4_1_cts,anode[2],1.39
Power is estimated from default activity; no workload was simulated.
