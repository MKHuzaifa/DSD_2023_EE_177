==> flow/design.v <==
`timescale 1ns / 1ps
module exp_7 (
    input logic clk, reset, write, 
    input logic [2:0] sel, 
    input logic [3:0] num, 
    output logic [6:0] seg,
    output logic [7:0] anode
);
logic slow_clk;
logic [19:0]count;
always_ff @(posedge clk or posedge reset) begin
     if (reset)
         count <= 0;
     else
         count = count + 1;
end
always_ff @(posedge clk or posedge reset) begin
    if (reset)
        slow_clk <= 0;
    else
        slow_clk <= count[19];
end
logic [2:0] dis_sel;
always_ff @(posedge slow_clk or posedge reset) begin
     if (reset)
         dis_sel <= 3'b000;
     else
         dis_sel = dis_sel + 1;
end
assign anode = ~(8'b00000001 << dis_sel);
logic [3:0] mem [7:0];
always_ff @(posedge clk or posedge reset) begin
    if (reset)
        mem <= '{default:4'b0000}; 
    else if (write)
        mem[sel] <= num;  
end
assign seg = segment(mem[dis_sel]);
function logic [6:0] segment(input logic [3:0] value);
    case (value)
        4'h0: segment = 7'b1000000; 
        4'h1: segment = 7'b1111001; 
        4'h2: segment = 7'b0100100; 
        4'h3: segment = 7'b0110000; 
        4'h4: segment = 7'b0011001;
        4'h5: segment = 7'b0010010;
        4'h6: segment = 7'b0000010; 
        4'h7: segment = 7'b1111000; 
        4'h8: segment = 7'b0000000; 
        4'h9: segment = 7'b0010000; 
        4'hA: segment = 7'b0001000;
        4'hB: segment = 7'b0000011; 
        4'hC: segment = 7'b1000110;
        4'hD: segment = 7'b0100001; 
        4'hE: segment = 7'b0000110; 
        4'hF: segment = 7'b0001110;
        default: segment = 7'b1111111;
    endcase
endfunction
endmodule
==> flow/run.sh <==
#!/bin/bash
# OpenROAD 26Q1-2900-gdf79404cd8, Yosys 0.63+post, stock flow scripts
make -C /OpenROAD-flow-scripts/flow DESIGN_CONFIG=/design/flow/config.mk WORK_HOME=/design/flow/orfs finish
==> flow/config.mk <==
export PLATFORM = sky130hd
export DESIGN_NAME = exp_7
export DESIGN_NICKNAME = exp_7
export VERILOG_FILES = /design/flow/design.v
export SDC_FILE = /design/flow/constraint.sdc
export NUM_CORES = 4
export LEC_CHECK = 1
export CORE_UTILIZATION = 50
export SYNTH_HDL_FRONTEND = slang
==> flow/constraint.sdc <==
current_design exp_7

set clk_period 4.9
set clk_io_pct 0.2

create_clock -name clk0 -period $clk_period [get_ports {clk}]

set non_clock_inputs [all_inputs -no_clocks]
set_input_delay [expr $clk_period * $clk_io_pct] -clock clk0 $non_clock_inputs
set_output_delay [expr $clk_period * $clk_io_pct] -clock clk0 [all_outputs]
==> results.ini <==
[worst_setup_path]
critPathArrivalTime_ns=2.91
r2r_start=count[6]
critical_path_class=flop to output pin
worstSetupEndpoint=seg[4]
end_kind=output pin
critPathLaunchType=flop
timing.rr.end=count[18]
r2r_setup_slack_ns=3.30
cp.required_ns=3.92
startpoint=mem[5]
crit_path_max_fanout=6
rr_worst_depth=4

[sta]
hold_violations=0
slew_viol_final=0
untimed_endpoints=11
finalSetupTns_ns=0
finalCritPeriodShare=0.795
timing.final.ws_setup_ns=1.01
maxSlewHeadroom=0.441
clock_skew_ns=0.00699
rsz0062_at_grt=no
layout_min_cycle_time_ns=3.89
worstMarginPinSlew_ns=0.837
finalSetupViolCount=0
unclocked_pins=3
fmax_mhz=257

[logic_synthesis]
avgSynthCellArea_sq_um=13.1
synthCells=217
ys_seq_frac=0.494
top_area_frac=0.494
yosys_area_sq_um=2840
yosysTopAreaCell=dfrtp_1
topCellsByArea=dfrtp_1 49%, mux2_2 13%, ha_1 5.7%
ys_warn_count=0
synth_area_sq_um=2840
ys.flops=56
ys_cells=217
synth.distinct_cells=34

[layout]
syn_to_final_growth_pct=14.8
fillCellCount=442
drive_gt1_frac=0.211
stdcell_area_sq_um=3260
seq_area_sq_um=1400
fin_cells=319
final_cell_mix=56 x dfrtp_1, 34 x mux2_2, 24 x clkdlybuf4s50_1
utilization=0.595
multiInputGateArea_sq_um=1350
final_common_cell=dfrtp_1

[cts]
insertion_delay_ns=0.30
postCtsSetupBuffers=0
clock_path_buffers=2
cts_hold_buf=0
cts_root_buffer=clkbuf_8
htreeDepth=2
cts_tree=built
cts_resized=0
cts_made_buffers=5
path_clk_slew_ns=0.09

[global_routing]
grt_overflow=0
grt_pass1_vias=1692
antenna_found_initial=0
grt_max_degree=57
grt_usage=0.185
grt_first_pass_wirelength_microns=8280

[floorplan]
chip_area_sq_um=5980
core_area_sq_um=5470
die_w_microns=77.4
rows=27
die_h_microns=77.4
io_pins=25
fp_util=0.519

[detailed_routing]
post_drt_wl_per_cell_microns=14.6
insertedDiodeCount=0
drt.antenna.violating_nets=0
vias=1722
first_pass_iters=4
wl_microns=4650
viasPerCell=5.40
drc_errors=0
drt-initial-drc-count=42

[placed_design]
dp_slack_ns=1.32
dp_hpwl_microns=3340
io_buffers=24
gp_congestion=0.759
placedCellCount=311
dpl-instance-area_sq_um=3150

[power]
ir_drop_mv=0.197
p_per_area_nw_per_um2=315
leakagePower_nw=1.46

[status]
status=finished, final reports clean

[job]
drv_cap=0
warnings=35

[min_path]
hold_class=flop to flop

## area by class of cell
| type | instances | share of cell area |
|---|---|---|
| sequential | 56 | 0.430 |
| multi-input combinational | 141 | 0.414 |
| tap | 72 | 0.0276 |
| timing repair buffer | 25 | 0.0760 |
| clock inverter | 1 | 0.00269 |
| inverter | 17 | 0.0196 |
| clock buffer | 7 | 0.0296 |
## power breakdown
part | total [mW] | internal [mW] | switching [mW] | leakage, nW
logic | 0.236 | 0.146 | 0.0902 | 0.692
registers | 0.520 | 0.495 | 0.0252 | 0.710
clock network | 0.269 | 0.131 | 0.138 | 0.0549
total | 1.02 | 0.771 | 0.254 | 1.46
## stage by stage
stage          power [mW]  hold WS, ns
3_5_place_dp        0.767        0.393
6_report             1.02        0.403
2_1_floorplan       0.682        0.372
3_3_place_gp        0.759        0.384
5_1_grt              1.09        0.420
4_1_cts              1.04        0.407
## routing by layer
layer  part of all wire  track usage  up-vias  wire length, microns
li1                   -            -      836                     -
met1               0.52        0.335      848                  2430
met2               0.43        0.264       33                  2020
met3              0.034       0.0263        5                   160
met4             0.0086       0.0170        0                    40
met5                  0            0        -                     0
## how the worst min path moves through the flow
stage / start / to / slack (ns) / cells past startpoint
4_1_cts: count[19] / slow_clk / 0.41 / 0
5_1_grt: count[19] / slow_clk / 0.42 / 0
6_report: count[19] / slow_clk / 0.40 / 0
## worst max-delay path, stage by stage, from the launching register on
cell and delay [ns]:
dfrtp_1 0.38, mux4_1 0.51, mux2i_1 0.45, inv_1 0.17, ha_1 0.22, mux2_2 0.26
o21ai_0 0.14, clkdlybuf4s50_1 0.48
## flip-flops by register name, indices dropped and copies added (netlist names)
name	count
mem	32
count	20
dis_sel	3
slow_clk	1
## synth_stat cells (all sizes together)
cell type,count
o2bb2ai,1
or3,2
and2,1
mux2,35
xor2,9
o21ai,2
nor3b,3
mux4,8
inv,17
nand2b,1
nor3,7
nand2,11
xnor2,10
nand3,8
mux2i,9
and4,1
nand4b,3
nand4,4
dfrtp,56
a22o,1
nor4,1
nor2,7
buf,3
o31ai,1
ha,13
a211o,1
and3,2
## cell families (layout without fill, tap and decap cells)
family	Yosys count	after routing	synth area share
flip-flops	56	56	0.494
multiplexers	52	52	0.249
AND/OR/NAND/NOR	51	51	0.0948
buffers and inverters	20	50	0.0308
XOR/XNOR	19	19	0.0586
adder cells (fa/ha/maj)	13	13	0.0573
AND-OR/OR-AND	6	6	0.0154
No activity file was given, so power comes from the tool's default toggle rates.
