`config.mk`:
```
export PLATFORM = sky130hd
export DESIGN_NAME = exp_6
export DESIGN_NICKNAME = exp_6
export VERILOG_FILES = /design/flow/design.v
export SDC_FILE = /design/flow/constraint.sdc
export NUM_CORES = 4
export LEC_CHECK = 1
export CORE_AREA = 10 10 111 111
export DIE_AREA = 0 0 121 121
export SYNTH_HDL_FRONTEND = slang
```
`constraint.sdc`:
```
current_design exp_6

set clk_period 4.5
set clk_io_pct 0.2

create_clock -name clk0 -period $clk_period [get_ports {clk}]

set non_clock_inputs [all_inputs -no_clocks]
set_input_delay [expr $clk_period * $clk_io_pct] -clock clk0 $non_clock_inputs
set_output_delay [expr $clk_period * $clk_io_pct] -clock clk0 [all_outputs]
```
`design.v`:
```
`timescale 1ns / 1ps
module exp_6 (
    input logic clk, reset, write, 
    input logic [2:0] sel, 
    input logic [3:0] num, 
    output logic [6:0] seg,
    output logic [7:0] anode
);
logic [3:0] mem [7:0];
always_ff @(posedge clk or posedge reset) begin
    if (reset)
        mem <= '{default:4'b0000}; 
    else if (write)
        mem[sel] <= num;  
end
always_comb begin
    anode = 8'b11111111;
    case (sel)
        3'b000: anode = 8'b11111110; 
        3'b001: anode = 8'b11111101; 
        3'b010: anode = 8'b11111011;
        3'b011: anode = 8'b11110111; 
        3'b100: anode = 8'b11101111; 
        3'b101: anode = 8'b11011111; 
        3'b110: anode = 8'b10111111; 
        3'b111: anode = 8'b01111111; 
    endcase
end
assign seg = segment(mem[sel]);
function logic [6:0] segment(input logic [3:0] value);
    case (value)
        4'h0: segment = 7'b1000000; 
        4'h1: segment = 7'b1111001; 
        4'h2: segment = 7'b0100100; 
        4'h3: segment = 7'b0110000; 
        4'h4: segment = 7'b0011001;
        4'h5: segment = 7'b0010010;
        4'h6: segment = 7'b0000010; 
        4'h7: segment = 7'b1111000; 
        4'h8: segment = 7'b0000000; 
        4'h9: segment = 7'b0010000; 
        4'hA: segment = 7'b0001000;
        4'hB: segment = 7'b0000011; 
        4'hC: segment = 7'b1000110;
        4'hD: segment = 7'b0100001; 
        4'hE: segment = 7'b0000110; 
        4'hF: segment = 7'b0001110;
        default: segment = 7'b1111111;
    endcase
endfunction
endmodule
```
`run.sh`:
```
#!/bin/bash
# OpenROAD 26Q1-2900-gdf79404cd8, Yosys 0.63+post, stock flow scripts
make -C /OpenROAD-flow-scripts/flow DESIGN_CONFIG=/design/flow/config.mk WORK_HOME=/design/flow/orfs finish
```
==> reports/metrics.cfg <==
[pwr]
pwr_density_cell_mw_per_mm2 = 391
swShare = 0.273
clkPwrFrac = 0.237
p_leak_nw = 1.01
seqPwrFrac = 0.404
p_switching_uw = 256
peakVddDrop_mv = 0.121
finalPower_uw = 936
combPwrFrac = 0.359
power.internal_uw = 680

[setup_path]
path_cells = clkdlybuf4s50_1 -> buf_4 -> nand2b_1 -> o22ai_1 -> a221o_1 -> buf_4 -> ha_1 -> a21o_1 -> mux2i_1 -> clkdlybuf4s50_1
cp-startpoint = sel[0]
crit_path_top_delay_cell = clkdlybuf4s50_1
critPathBufInv = 4
critPathTopFamily = buffers and inverters
required_ps = 3600
r2r_start = mem[14]
arrival_ps = 3440
critical_path.max_fanout = 6
cp.depth = 10
ff2ff_path_depth = 1
end_kind = output pin
worstSetupStartpointType = input pin
critical_path_class = in2out
slowest_delay_ps = 600

[place]
placed_area_sq_mm = 0.00228
post-dp-hpwl_um = 3180
port_buffers = 24
place.gp.congestion = 0.895
post-place-cells = 310

[run]
stage_log_warnings = 30
max_cap_viol_count = 0

[clock_tree]
cts_buffers = 5
clk_latency_ps = 280
clk_path_buf_depth = 2
cts_root_buffer = clkbuf_8
clkTransAtPathRegs_ps = 60
cts-htree-levels = 2
ctsHoldBuffers = 0
tritoncts = done
cts.sinks = 32

[routing]
detail-route-antenna-nets = 0
routed-via-count = 1289
drt_iter0_markers = 90
wl_um = 4160
wire_per_inst_um = 13.0
firstDrtPassIters = 4
drt-vias-per-instance = 4.02
drc = 0
n_antenna_cell = 0

[die]
fp_util = 0.186
die_y_um = 121
rows = 36
chip_area_sq_mm = 0.0146
io_pins = 25
design.core.area_sq_mm = 0.00986
die_x_um = 121

[logic_synthesis]
ys_cells = 151
syn_inst = 151
edf_count = 0
ff_type = dfrtp_1
syn_area_sq_mm = 0.00184
synth_flops = 32
synth.distinct_cells = 34
yosys_warnings = 0
ys_area_sq_mm = 0.00184
ys_seq_frac = 0.436
syn_area_per_cell_sq_um = 12.2
ys_async_sr_fraction = 1.00

[grt]
grt_overflow = 0
grt_max_degree = 33
grt_pass1_vias = 1249
grt_pass1_wl_um = 6720
grt_usage = 0.0574
antenna_found_initial = 0

[hold_path]
hp-start = mem[28]
hold_path.class = reg2reg
whs_path_depth = 1

[sta]
worst_hold_slack_ps = 502
relSlewSlack = 0.578
final_hold_viol_count = 0
max_freq_ghz = 0.231
skew_ps = 0
worst_pin_slew_ps = 628
min_period_over_period = 0.964
period_needed_ps = 4340
setup-violations-final = 0
maxSlewViolCount = 0

[finish]
top_register = mem
layoutNonFillerInstCount = 321
drive_gt1_frac = 0.340
area_delta_synth_final_pct = 30.2
design_area_sq_mm = 0.00239
reg_top3 = mem (32)
largest_reg_flops = 32

[run_status]
status = finished clean

## cells in the final DEF (no fill, tap or decap), types with 2 or more instances in the layout
master           synthesis  final
dfrtp_1                 32     32
nor2_1                   8      8
clkbuf_8                 0      6
mux4_2                   4      4
mux2i_1                  8      8
nand2_1                  6      6
or2_2                    3      3
buf_4                    1     14
or3_1                    2      2
clkdlybuf4s50_1          0     23
a21oi_1                  3      3
clkbuf_1                 3      2
ha_1                     6      6
mux2i_4                  2      2
nand3_1                  4      4
mux2_2                  34     34
o22ai_1                  3      3
nand2b_1                 5      5
a21o_1                   3      3
inv_1                    6      6
## timing repair
item,CTS,global route
setup endpoints to repair,0,6
gates resized,0,1
setup buffers,0,3
## final timing paths
kind	slack (ps)	end
max	160	seg[3]
min	500	mem[28]
max reg2reg	3750	mem[14]
min reg2reg	500	mem[28]
max in group asynchronous	3220	mem[26]
min in group asynchronous	1000	mem[23]
## layout make-up
class / instances / area [sq um]
inverters: 6 / 22.5
flip-flops and latches: 32 / 801
multi-input cells: 104 / 965
repair buffers: 38 / 348
fillers: 1021 / 7470
well taps: 133 / 166
clock buffers: 8 / 90.1
## Yosys cell counts (4+ instances only)
cell type / instances / share of area
nand3_1: 4 / 0.011
inv_1: 6 / 0.012
mux2i_1: 8 / 0.044
ha_1: 6 / 0.041
mux2_2: 34 / 0.21
mux4_2: 4 / 0.049
nor2_1: 8 / 0.016
nand2_1: 6 / 0.012
dfrtp_1: 32 / 0.44
nand2b_1: 5 / 0.017
## cells by family (layout without fill, tap and decap cells)
| family | count (synthesis) | count (layout) | synth area share |
|---|---|---|---|
| buffers and inverters | 15 | 52 | 0.0395 |
| DFF | 32 | 32 | 0.436 |
| adders and majority gates | 6 | 6 | 0.0408 |
| xor gates and xnor gates | 1 | 1 | 0.00477 |
| and+or+nand+nor | 33 | 33 | 0.0905 |
| muxes | 48 | 48 | 0.325 |
| AOI/OAI and AO/OA | 16 | 16 | 0.0633 |
## stage by stage
step | setup slack (ps) | utilization | setup TNS, ps
global placement | 49.4 | 0.231 | 0
finish | 163 | 0.243 | 0
detailed placement | 47.2 | 0.231 | 0
floorplan | 918 | - | 0
CTS | 40.3 | 0.240 | 0
global route | -1.81 | 0.243 | -1.81
## layer usage
layer | wire length, um | vias to the layer above | track usage
li1 | - | 616 | -
met1 | 1920 | 622 | 0.0788
met2 | 1830 | 47 | 0.0884
met3 | 356 | 4 | 0.0194
met4 | 45 | 0 | 0.00754
met5 | 0 | - | 0
## power by group through the flow
stage / logic [mW] / registers, mW / clock network (mW)
CTS: 0.332 / 0.379 / 0.229
global route: 0.371 / 0.386 / 0.241
finish: 0.336 / 0.378 / 0.222
Power and IR drop assume default switching activity.
